==> constraint.sdc <==
current_design sram

set clk_period 28.7
set clk_io_pct 0.2

create_clock -name clk0 -period $clk_period [get_ports {CLK}]

set non_clock_inputs [all_inputs -no_clocks]
set_input_delay [expr $clk_period * $clk_io_pct] -clock clk0 $non_clock_inputs
set_output_delay [expr $clk_period * $clk_io_pct] -clock clk0 [all_outputs]
==> run.sh <==
#!/bin/bash
# OpenROAD 26Q1-2900-gdf79404cd8, Yosys 0.63+post, stock flow scripts
make -C /OpenROAD-flow-scripts/flow DESIGN_CONFIG=/design/flow/config.mk WORK_HOME=/design/flow/orfs finish
==> config.mk <==
export PLATFORM = sky130hd
export DESIGN_NAME = sram
export DESIGN_NICKNAME = sram
export VERILOG_FILES = /design/flow/design.v
export SDC_FILE = /design/flow/constraint.sdc
export NUM_CORES = 4
export LEC_CHECK = 1
export CORE_UTILIZATION = 50
export SYNTH_HDL_FRONTEND = slang
==> design.v <==
`default_nettype none
module sram#(
  parameter hex_file = "",
  parameter width = 8,
  parameter depth = 512
)(
  input wire CLK,
  input wire CEN,
  input wire GWEN,
  input wire [width-1:0] WEN,
  input wire [$clog2(depth)-1:0] A,
  input wire [width-1:0] D,
  output wire [width-1:0] Q
);
  logic [width-1:0] mem [0:depth-1];
  logic [width-1:0] read_data;
  initial begin
    if (hex_file != "") begin
      $display("SRAM initialization using %s.", hex_file);
      $readmemh(hex_file, mem);
    end
  end
  assign Q = read_data;
  always_ff @(posedge CLK) begin
    if (!CEN) begin
      read_data <= mem[A];
      if (!GWEN) begin
        mem[A] <= ~WEN & D;
      end
    end
  end
endmodule
`default_nettype wire
==> impl_results.html <==
<h2>Synthesis and place &amp; route</h2>
<table>
<tr><th>Metric</th><th>Value</th></tr>
<tr><th colspan="2">Run status</th></tr>
<tr><td>Outcome</td><td>complete, no violations</td></tr>
<tr><th colspan="2">Finish</th></tr>
<tr><td>Final Cell Area</td><td>about 180000 µm²</td></tr>
<tr><td>Layout overhead on the synthesized area</td><td>12.6%</td></tr>
<tr><td>Layout cells sized above 1</td><td>between 20 and 25%</td></tr>
<tr><td>Final instance count without filler cells</td><td>between 10k and 15k</td></tr>
<tr><td>Fillers</td><td>around 23k</td></tr>
<tr><th colspan="2">Worst hold path</th></tr>
<tr><td>Hold Path Class</td><td>flop to flop</td></tr>
<tr><td>Min-Delay Path Depth</td><td>5</td></tr>
<tr><td>Worst hold start</td><td>mem[344][4]</td></tr>
<tr><td>Min-Delay Endpoint</td><td>Q[4]</td></tr>
<tr><th colspan="2">Placement</th></tr>
<tr><td>Number of instances in the placed design</td><td>approximately 12k</td></tr>
<tr><td>Post-Place Worst Slack</td><td>roughly 17 ns</td></tr>
<tr><td>Cell area after placement</td><td>around 170000 µm²</td></tr>
<tr><td>DP Wirelength</td><td>about 280 mm</td></tr>
<tr><td>Port Buf Inserts</td><td>35</td></tr>
<tr><td>Routability-driven placement congestion ratio</td><td>0.948</td></tr>
<tr><th colspan="2">Worst setup path</th></tr>
<tr><td>Number of cells on the worst reg-to-reg path</td><td>6</td></tr>
<tr><td>R2R Path Start</td><td>mem[501][2]</td></tr>
<tr><td>Crit path required time</td><td>~29 ns</td></tr>
<tr><td>Worst setup path category</td><td>input pin to flop</td></tr>
<tr><td>Cell mode on critical path</td><td>sky130_fd_sc_hd__buf_4</td></tr>
<tr><td>Worst stage delay on the critical path</td><td>0.78 ns</td></tr>
<tr><td>Top fanout value on the critical path</td><td>63</td></tr>
<tr><td>Sequence of cells on the critical path</td><td>buf_8, buf_12, buf_4, buf_4, buf_4, mux4_2, mux2i_1, o22ai_1, or4b_2, nor4_1, buf_4, nand4b_1</td></tr>
<tr><td>Slack of the worst reg-to-reg path</td><td>approximately 25 ns</td></tr>
<tr><td>Worst flop-to-flop path endpoint</td><td>Q[2]</td></tr>
<tr><td>Crit path DAT</td><td>between 10 and 15 ns</td></tr>
<tr><td>Critical path endpoint category</td><td>flop</td></tr>
<tr><td>Bufs and invs on worst path</td><td>6</td></tr>
<tr><td>Master of the slowest instance on the critical path</td><td>sky130_fd_sc_hd__or4b_2</td></tr>
<tr><td>Startpoint type of the worst setup path</td><td>input pin</td></tr>
<tr><td>Top Family by Delay on Critical Path</td><td>buffers and inverters</td></tr>
<tr><th colspan="2">Synthesis</th></tr>
<tr><td>Number of instances in the synthesized netlist</td><td>7700</td></tr>
<tr><td>Number of enable flip-flop cells</td><td>slightly above 4k</td></tr>
<tr><td>Yosys aoi share</td><td>3.20%</td></tr>
<tr><td>Mux share</td><td>14.5%</td></tr>
<tr><td>Synth area leaders</td><td>sky130_fd_sc_hd__edfxtp_1 78%, sky130_fd_sc_hd__mux4_2 11%, sky130_fd_sc_hd__mux2i_1 3.0%</td></tr>
<tr><td>Async SR Flop Fraction</td><td>0%</td></tr>
<tr><td>Max-area cell share</td><td>slightly below 80%</td></tr>
<tr><td>Synth Flop Type</td><td>sky130_fd_sc_hd__edfxtp_1</td></tr>
<tr><td>Flip-flop and latch count after synthesis</td><td>just over 4k</td></tr>
<tr><td>Synth Area in Adders</td><td>0%</td></tr>
<tr><td>Cell variety after synth</td><td>67</td></tr>
<tr><td>Average size of a mapped cell</td><td>approximately 21 µm²</td></tr>
<tr><td>Area of the mapped netlist</td><td>159000 µm²</td></tr>
<tr><td>Ys Warns</td><td>0</td></tr>
<tr><td>Top comb family, area</td><td>multiplexers</td></tr>
<tr><td>Synth Seq Share</td><td>77.6%</td></tr>
<tr><td>XOR/XNOR Fraction of Synth Area</td><td>0%</td></tr>
<tr><td>Simple logic cell fraction of the synthesized area</td><td>under 10%</td></tr>
<tr><td>Number of cell instances after yosys synthesis</td><td>slightly below 8k</td></tr>
<tr><td>Leading area contributor after synthesis</td><td>sky130_fd_sc_hd__edfxtp_1</td></tr>
<tr><td>Summed standard-cell area reported by yosys</td><td>159000 µm²</td></tr>
<tr><th colspan="2">Clocking</th></tr>
<tr><td>Cell resize tally after clock tree synthesis</td><td>0</td></tr>
<tr><td>Count of buffers added by post-CTS timing repair for setup</td><td>0</td></tr>
<tr><td>Maximum clock path buffer count</td><td>4</td></tr>
<tr><td>Clock edge transition at the registers on the reported setup and hold paths</td><td>roughly 0.06 ns</td></tr>
<tr><td>Clk latency late pin</td><td>0.99 ns</td></tr>
<tr><td>Root buffer cell</td><td>sky130_fd_sc_hd__clkbuf_16</td></tr>
<tr><td>Cts hold-fix bufs</td><td>0</td></tr>
<tr><td>Total clock sinks</td><td>4104</td></tr>
<tr><td>Cts bufs inserted</td><td>~420</td></tr>
<tr><td>CTS H-tree lvls</td><td>5</td></tr>
<tr><td>TritonCTS clock tree</td><td>yes</td></tr>
<tr><th colspan="2">STA</th></tr>
<tr><td>Hold violation count in the final report</td><td>0</td></tr>
<tr><td>Slew at the pin with the worst max-slew slack</td><td>approximately 1.3 ns</td></tr>
<tr><td>TNS Setup</td><td>0 ns</td></tr>
<tr><td>Setup violation total in the final timing report</td><td>0</td></tr>
<tr><td>Top achievable clock speed</td><td>slightly above 90 MHz</td></tr>
<tr><td>RSZ-0062 raised after global routing</td><td>false</td></tr>
<tr><td>Worst slew margin relative to its limit</td><td>roughly 15%</td></tr>
<tr><td>PnR worst setup slack</td><td>17.77 ns</td></tr>
<tr><td>Setup skew after layout</td><td>0.0810 ns</td></tr>
<tr><td>Fraction of the cycle the final worst path needs</td><td>38.1%</td></tr>
<tr><td>Final max-slew violation count</td><td>0</td></tr>
<tr><td>Final critical delay including setup and external delays</td><td>roughly 11 ns</td></tr>
<tr><th colspan="2">GRT</th></tr>
<tr><td>Vias in the first global route</td><td>between 80k and 90k</td></tr>
<tr><td>Antenna violations before repair</td><td>27</td></tr>
<tr><td>Wire length of the first global-routing pass</td><td>625 mm</td></tr>
<tr><td>Global-route usage over all layers</td><td>around a third</td></tr>
<tr><td>Largest net degree at the start of global routing</td><td>roughly 150</td></tr>
<tr><td>Total gr overflow</td><td>0</td></tr>
<tr><th colspan="2">Die</th></tr>
<tr><td>Count of pins on the block boundary</td><td>36</td></tr>
<tr><td>Overall die area</td><td>320000 µm²</td></tr>
<tr><td>Standard-cell row count</td><td>~210</td></tr>
<tr><td>Core area</td><td>315000 µm²</td></tr>
<tr><td>Init Core Util</td><td>approximately 50%</td></tr>
<tr><td>Die span in y</td><td>approximately 570 µm</td></tr>
<tr><td>Die extent in x</td><td>roughly 570 µm</td></tr>
<tr><th colspan="2">Pwr</th></tr>
<tr><td>Worst voltage drop across the vdd grid</td><td>approximately 58 µV</td></tr>
<tr><td>Leakage</td><td>slightly above 50 nW</td></tr>
<tr><td>Power density cells</td><td>69.6 nW/µm²</td></tr>
<tr><th colspan="2">Route</th></tr>
<tr><td>Remaining DRCs</td><td>0</td></tr>
<tr><td>Vias per std cell</td><td>between 6 and 7</td></tr>
<tr><td>DRT iter0 DRCs</td><td>5413</td></tr>
<tr><td>DRT antenna net count</td><td>0</td></tr>
<tr><td>Post-Route WL</td><td>roughly 440 mm</td></tr>
<tr><td>Total number of vias</td><td>79.2k</td></tr>
<tr><td>Routed wire length per instance</td><td>approximately 35 µm</td></tr>
<tr><td>First-pass detailed-route iteration total</td><td>6</td></tr>
<tr><th colspan="2">Job</th></tr>
<tr><td>Tool warning count</td><td>34</td></tr>
<tr><td>Number of max-cap violations</td><td>0</td></tr>
</table>
-- through the flow --
step	total power [mW]	hold WS, ns	util (%)
floorplan	7.10	0.765	-
global placement	7.26	1.03	52.4
detailed placement	7.27	1.04	52.4
CTS	12.5	1.05	56.7
global route	12.8	1.14	56.7
finish	12.5	1.10	56.7
-- cell usage in the layout (no fill, tap or decap), types with 98 or more instances in the layout --
cell	netlist	final
sky130_fd_sc_hd__nor2_1	560	556
sky130_fd_sc_hd__buf_4	61	371
sky130_fd_sc_hd__nand2_1	170	154
sky130_fd_sc_hd__mux4_2	801	801
sky130_fd_sc_hd__clkbuf_16	0	422
sky130_fd_sc_hd__edfxtp_1	4104	4104
sky130_fd_sc_hd__a22oi_1	202	202
sky130_fd_sc_hd__clkinv_1	0	98
sky130_fd_sc_hd__o22ai_1	100	100
sky130_fd_sc_hd__mux2i_1	469	469
-- synthesized netlist by cell type, drive strengths merged, types with 11 or more instances --
library cell and count:
nor2b 42, a31oi 40, a22o 18, a22oi 203
mux2i 469, nand3 77, nor3 32, o221ai 11
a32oi 21, mux2 13, o211ai 23, mux4 809
o21ai 40, clkbuf 185, nor2 560, a211oi 52
nand2 171, nor4 20, o22ai 100, buf 301
nand4 84, a21oi 99, a221oi 56, and3 18
nor3b 11, or4 17, edfxtp 4104
-- cell families (layout without fill, tap and decap cells) --
kind of cell / after synthesis / in the layout
simple gates: 1096 / 1096
compound gates: 719 / 719
mux: 1291 / 1291
flops: 4104 / 4104
other cells: 0 / 9
buf+inv: 490 / 1180
-- worst min-delay path, delay by kind of cell (launching register included) --
kind	cells	cell delay, ns
compound gates	1	0.13
flops	1	0.31
mux	1	0.24
simple gates	3	0.31
-- layout make-up --
class                           instances  area, µm²  area share, %
Antenna cell                            9       22.5         0.0126
Clock buffer                          508      10900           6.08
Clock inverter                        255       2610           1.46
Inverter                                4       20.0         0.0112
Multi-Input combinational cell       3106      33600           18.8
Sequential cell                      4104     123000           68.9
Tap cell                             4160       5200           2.91
Timing Repair Buffer                  413       3300           1.85
-- where the power goes --
| part | total, mW | leakage [nW] | internal [mW] | switching, mW |
|---|---|---|---|---|
| logic | 0.534 | 12.4 | 0.164 | 0.370 |
| registers | 6.61 | 32.2 | 6.60 | 0.00718 |
| clock network | 5.32 | 6.54 | 3.03 | 2.28 |
-- metal layers --
metal  wire length, µm  share of wire, %  global-route usage [%]  vias to the layer above
li1                  -                 -                       -                    32884
met1            132000                30                    39.5                    40026
met2            200000                45                    43.4                     5385
met3             87900                20                    27.1                      835
met4             18100               4.1                    9.52                       73
met5              1710              0.39                    3.11                        -
-- sequential cells by signal, indices dropped and copies added (netlist names) --
signal and cells:
Q 8, mem 4096
-- how the worst max path moves through the flow --
| stage | to | slack (ns) | from | depth (start not counted) |
|---|---|---|---|---|
| 4_1_cts | Q[6] | 17.60 | A[0] | 13 |
| 6_report | Q[3] | 17.77 | A[0] | 12 |
| 5_1_grt | Q[6] | 17.33 | A[0] | 13 |
No activity file was given, so power comes from the tool's default toggle rates.
